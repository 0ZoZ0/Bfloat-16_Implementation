`design/flow/run.sh`:
```
#!/bin/bash
# OpenROAD 26Q1-2900-gdf79404cd8, Yosys 0.63+post, stock flow scripts
make -C /OpenROAD-flow-scripts/flow DESIGN_CONFIG=/design/flow/config.mk WORK_HOME=/design/flow/orfs finish
```
`design/flow/config.mk`:
```
export PLATFORM = sky130hd
export DESIGN_NAME = add
export DESIGN_NICKNAME = add
export VERILOG_FILES = /design/flow/design.v
export SDC_FILE = /design/flow/constraint.sdc
export NUM_CORES = 4
export LEC_CHECK = 1
export CORE_AREA = 10 10 70 70
export DIE_AREA = 0 0 80 80
```
`design/flow/constraint.sdc`:
```
current_design add

set clk_period 8.3
set clk_io_pct 0.2

create_clock -name clk0 -period $clk_period

set non_clock_inputs [all_inputs -no_clocks]
set_input_delay [expr $clk_period * $clk_io_pct] -clock clk0 $non_clock_inputs
set_output_delay [expr $clk_period * $clk_io_pct] -clock clk0 [all_outputs]
```
`design/flow/design.v`:
```
`timescale 1ns / 1ps
module add(
input sign,sign2,
input [9:0] aligned_s1,aligned_s2,
input [7:0] exp1,exp2,
output [10:0] result,alt_result
);
wire [10:0] long_s,long_s2,inv_s1,inv_s2;
wire [10:0] carry1,carry2;
assign inv_s1=~aligned_s1;
assign inv_s2=~aligned_s2;
assign result= aligned_s1+aligned_s2;
endmodule
```
==> impl_metrics.toml <==
# generated from flow reports
[die]
fp-row-count = 21
ios = 60
core-area_um2 = 3416
dieArea_um2 = 6400
die_h_um = 80
die_x_um = 80
initial_core_util = 0.1505

[setup_path]
arrival_ns = 3.95
startpoint = "aligned_s1[0]"
crit_type = "input pin to primary output"
critPathRequiredTime_ns = 6.64
crit_fanout = 2
critPathLaunchType = "input pin"
end_kind = "primary output"

[grt]
grt_max_degree = 7
track_usage = 0.04531
grt_pass1_wl_um = 2490
antenna_found_initial = 0
grt_pass1_vias = 573
grt.overflow.total = 0

[synth]
mux_area_frac = 0
yosys_warnings = 11
syn_avg_cell_area_um2 = 7.792
ys_sh_adder = 0.2822
ys_sh_simple = 0.1387
syn_area_um2 = 514.2
yosys.area_share.aoi = 0.2457
ys_sh_xor = 0.1363
ys_chip_area_um2 = 514.2
yosysCellCount = 66
ys_seq_share = 0
yosysTopAreaCellShare = 0.2433
largest_area_cell = "ha_1"
synth_cells = 66
ys_types = 24
area_leaders = "ha_1 24%, buf_4 16%, xnor2_1 10%"
synthTopLogicFamily = "adder cells"

[clocking]
cts-resized-gates = 0
cts_setup_buffers = 0
cts_hold_buf = 0

[drt]
wl_per_cell_um = 10.45
avgViaCountPerCell = 3.528
num_vias = 501
antenna_left = 0
firstDrtPassIters = 2
diodes = 0
drt-total-wl_um = 1484
drt_iter0_markers = 7
drc = 0

[final_timing]
finalCriticalPeriod_ns = 5.610
hold_viol = 0
max_clock_freq_ghz = 0.1783
tns_ns = 0
min_period_over_period = 0.6759
finalSetupViolations = 0
timing.hold.ws_ns = 4.355
slew_violations = 0
rsz0062_at_grt = "false"
timing.final.ws_setup_ns = 2.690

[pwr]
p_clk_frac = 0
p_switching_mw = 0.01967
ir_drop_v = 0.00003116
pwr_density_cell_nw_per_um2 = 71.25
internal_power_mw = 0.03997
combPwrFrac = 1.000
p_leak_nw = 0.3751
power_switching_share = 0.3298
power_mw = 0.05964
pwr-share-seq = 0

[hold_path]
hold_class = "input pin to primary output"
min_from = "aligned_s2[0]"

[final_layout]
design.seq.count = 0
area_growth_syn_to_layout_pct = 62.77
stdcell_count = 142
drive_above_1_share = 0.04167
final_common_cell = "clkdlybuf4s50_1"
clkbuf_count = 0
regArea_um2 = 0
layout.cells.most_common_list = "31 x clkdlybuf4s50_1, 11 x conb_1, 10 x ha_1, 6 x a21oi_1, 6 x xnor2_1"

[placement]
pre_cts_ws_ns = 2.686
place_congestion = 0.8253
placedCellCount = 142
dp_hpwl_um = 1359
io_buffers = 31

[flow_run]
maxCapViolations = 0
warnings = 50

[run_status]
status = "finished clean"
==> power by group through the flow <==
stage,Clock [mW],Sequential [mW],Combinational [mW]
6_report,0,0,0.0596
5_1_grt,0,0,0.0679
4_1_cts,0,0,0.0615
==> kinds of logic after synthesis <==
kind of cell / Yosys count
buffers and inverters: 15
AND/OR/NAND/NOR: 13
adder cells (fa/ha/maj): 11
AND-OR/OR-AND: 18
other: 1
XOR/XNOR: 8
==> per-layer routing <==
layer	share of wire	global-route usage	routed length, um
met5	0	0	0
met4	0	0	0
met3	0.11	0.01705	161
met2	0.41	0.06902	609
met1	0.48	0.06283	713
==> worst max-delay path, stage by stage <==
cell and delay, ns:
clkdlybuf4s50_1 0.46, ha_1 0.17, inv_1 0.05, fa_1 0.40, nor2b_1 0.13, o21a_1 0.14
a31o_1 0.19, nor2_1 0.08, o21ai_0 0.17, clkdlybuf4s50_1 0.50
==> synth_stat cells <==
| library cell | count |
|---|---|
| or2_2 | 1 |
| o21a_1 | 2 |
| a31oi_1 | 1 |
| nand2_1 | 2 |
| a31o_1 | 1 |
| inv_1 | 4 |
| conb_1 | 1 |
| and2_1 | 1 |
| buf_4 | 11 |
| o21ai_0 | 3 |
| a21oi_1 | 6 |
| nor3_1 | 1 |
| xnor2_1 | 6 |
| and3_2 | 1 |
| a211oi_2 | 1 |
| xor2_1 | 2 |
| nor2_1 | 2 |
| ha_1 | 10 |
| o41ai_2 | 1 |
| a21o_1 | 3 |
| nand2b_1 | 2 |
| nor2b_1 | 1 |
| fa_1 | 1 |
| and3_1 | 2 |
==> path summary, 6_finish.rpt <==
kind                    endpoint  slack [ns]  cells after the start
worst max-delay path  result[10]        2.69                     10
worst min-delay path   result[0]        4.36                      3
==> area by class of cell <==
| class | instances | area [um^2] |
|---|---|---|
| well taps | 46 | 57.56 |
| multi-input cells | 61 | 454.2 |
| inverters | 4 | 15.01 |
| fillers | 378 | 2579 |
| repair buffers | 31 | 310.3 |
==> through the flow <==
| stage | utilization | instance area (um^2) |
|---|---|---|
| floorplan | - | 551.8 |
| global placement | 0.2451 | 837.1 |
| detailed placement | 0.2451 | 837.1 |
| CTS | 0.2451 | 837.1 |
| global route | 0.2451 | 837.1 |
| finish | 0.2451 | 837.1 |
No activity file was given, so power comes from the tool's default toggle rates.
