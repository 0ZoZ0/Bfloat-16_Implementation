[flow/run.sh]
#!/bin/bash
# OpenROAD 26Q1-2900-gdf79404cd8, Yosys 0.63+post, stock flow scripts
make -C /OpenROAD-flow-scripts/flow DESIGN_CONFIG=/design/flow/config.mk WORK_HOME=/design/flow/orfs finish
[flow/config.mk]
export PLATFORM = sky130hd
export DESIGN_NAME = alignment
export DESIGN_NICKNAME = alignment
export VERILOG_FILES = /design/flow/design.v
export SDC_FILE = /design/flow/constraint.sdc
export NUM_CORES = 4
export LEC_CHECK = 1
export CORE_AREA = 10 10 93 93
export DIE_AREA = 0 0 103 103
[flow/constraint.sdc]
current_design alignment

set clk_period 7.8
set clk_io_pct 0.2

create_clock -name clk0 -period $clk_period

set non_clock_inputs [all_inputs -no_clocks]
set_input_delay [expr $clk_period * $clk_io_pct] -clock clk0 $non_clock_inputs
set_output_delay [expr $clk_period * $clk_io_pct] -clock clk0 [all_outputs]
[flow/design.v]
`timescale 1ns / 1ps
module alignment (
    input wire sign1,
    input wire sign2,
    input wire operation,
    input wire [7:0] e1, 
    input wire [7:0] e2, 
    input wire [6:0] s1, 
    input wire [6:0] s2, 
    output reg sign,
    output reg new_sign2,
    output reg [7:0] e, 
    output reg [9:0] aligned_s1, 
    output reg [9:0] aligned_s2 
);
reg [7:0] dif;
reg actual_sign2;
reg [6:0] s, new_s2;
reg [31:0] shift_length;
reg sticky;
reg i,j;
reg [15:0] a;
reg acc_or;
always @(sign1, operation, e1, e2, s1, s2, s) begin
    if (e1 < e2) begin
        dif=e2-e1;
        e = e2;
        sign = operation ^ sign2;
        new_sign2 = sign1;
        s = s2;
        new_s2 = s1;
    end else begin
        dif=e1 - e2;
        e = e1;
        sign = sign1;
        new_sign2 = operation ^ sign2;
        s = s1;
        new_s2 = s2;
    end
    aligned_s1[6:0] = s;
end
always @(dif, shift_length, new_s2, sticky) begin
    a={9'b0,new_s2};
    if (dif < 9) begin
        shift_length = dif;
    end else begin
        shift_length = 9;
    end
    if (shift_length > 0)
    begin
    a=a>>shift_length;
    end
    acc_or = 0;
   if (a[6:1]>0 || acc_or > 0)
    begin
            acc_or = 1;
    end
    sticky = acc_or;
    aligned_s2 = {a[15:1], sticky};
end
endmodule
==> impl_metrics.tcl <==
# implementation run metrics
set metrics [dict create \
    vias 1635 \
    syn_inst 226 \
    diodes 0 \
    status "finished clean" \
    gp_congestion 0.9391 \
    top_usage_layer "met2" \
    grtUsageMet2 0.1336 \
    hold_class "input port to output port" \
    final_hold_viol_count 0 \
    chipArea_um2 10610 \
    portBuffers 57 \
    grt_pass1_wl_um 7472 \
    overflow 0 \
    peakVddDrop_mv 0.02567 \
    fmaxAchievable_mhz 140.3 \
    synth.distinct_cells 49 \
    n_fill_cell 732 \
    grtUsageTotal 0.08327 \
    startpoint "e1[0]" \
    period_used_share 0.9139 \
    die_w_um 103 \
    fp.dieH_um 103 \
    setup_tns_ps 0 \
    wl_um 4415 \
    drcViolationCount 0 \
    antenna_found_initial 0 \
    nClkBuffers 0 \
    syn_area_um2 1469 \
    top_area_cell "ha_1" \
    criticalPathCategory "input port to output port" \
    yosysMostFrequentCell "nand2_1" \
    drive_gt1_frac 0.06618 \
    p_per_area_nw_per_um2 82.88 \
    area_leaders "ha_1, nand2_1, mux2i_1, o21ai_0, inv_1" \
    fp-row-count 30 \
    finalSetupViolCount 0 \
    drv_cap 0 \
    p_leak_nw 0.9023 \
    critPathArrivalTime_ps 5570 \
    ff_latch_area_um2 0 \
    tool_warnings 39 \
    ioPinCount 63 \
    fp.coreArea_um2 6756 \
    cp.required_ps 6240 \
    synth_chip_area_um2 1469 \
    cp_max_fo 9 \
    via_per_inst 4.645 \
    postSynthSeqShare 0 \
    dr.pass1.iters 4 \
    min_from "s1[0]" \
    ys_warn_count 4 \
    cts_hold_buf 0 \
    use_met1 0.1132 \
    dpl.hpwl_um 3887 \
    ys_top_cells_by_count "nand2_1, inv_1, ha_1, o21ai_0, a21oi_1" \
    grt_pass1_vias 1639 \
    use_met3 0.02370 \
    wl_per_cell_um 12.54 \
    critPathLaunchType "input port" \
    ys_cells 226 \
    cp-end-kind "output port" \
    top_cell_area_share 0.1278 \
    fp_util 0.2174 \
    ff_count 0 \
    ant_nets 0 \
    postPlaceCellArea_um2 2059 \
    grt_start_max_net_pins 23 \
    fin_crit_ps 7128 \
    rsz0062_at_grt "false" \
    slew_viol_final 0 \
    cts_setup_buffers 0 \
    final_cell_area_um2 2059 \
    drt_iter0_drc 56 \
    area_growth_pct 40.20 \
    syn_area_per_cell_um2 6.500 \
    holdWs_ps 4011 \
    cts-resized-gates 0 \
]
[worst paths after layout]
| kind | slack, ps | cells past startpoint | end |
|---|---|---|---|
| max | 670 | 16 | aligned_s2[0] |
| min | 4010 | 4 | aligned_s1[0] |
[power breakdown]
group	switching [mW]	leakage [nW]	internal [mW]
registers	0	0	0
clock network	0	0	0
logic	0.0828	0.902	0.0879
[routing by layer]
metal	vias up	share of wire
met5	-	0
met4	0	0.0032
met3	2	0.089
met2	36	0.46
met1	725	0.45
li1	872	-
[final cells by class]
type	instances	area (um^2)	share of cell area
inverter	17	63.81	0.03098
timing repair buffer	61	600.6	0.2916
tap	80	100.1	0.04860
multi-input combinational	194	1295	0.6288
[worst max-delay path, cell delays in order]
cell and delay [ps]:
clkdlybuf4s50_1 430, inv_1 80, ha_1 170, inv_1 50, fa_1 410, nand3_1 120
a21oi_2 80, nor2_2 310, mux2_2 390, xnor2_1 220, o2111a_2 280, and2_4 180
a221oi_2 60, or3b_1 340, or4_1 460, clkdlybuf4s50_1 420
[placed cells by master (no fill, tap or decap), drive strengths merged, types with 8 or more instances in the layout]
cell / synthesis / routed
a21oi: 17 / 17
clkdlybuf4s50: 0 / 57
ha: 15 / 15
inv: 17 / 17
mux2i: 9 / 9
nand2: 44 / 44
nor2: 8 / 8
o21ai: 15 / 15
[logic make-up after synthesis]
group,share of synthesized area
adders and majority gates,0.1550
buffers and inverters,0.1312
xor gates and xnor gates,0.04174
muxes,0.06900
AOI/OAI and AO/OA,0.2751
other,0.002553
and+or+nand+nor,0.3254
[per-stage QoR]
| stage | setup WS (ps) | power, mW | cells | utilization |
|---|---|---|---|---|
| final | 671.6 | 0.1707 | 352 | 0.3048 |
| after global routing | 350.0 | 0.1940 | 352 | 0.3048 |
| after CTS | 642.9 | 0.1730 | 352 | 0.3048 |
| after detailed placement | 651.1 | 0.1720 | 352 | 0.3048 |
| after global placement | 709.0 | 0.1726 | 352 | 0.3048 |
| after floorplan | 1706 | 0.1067 | 231 | - |
Power figures rest on the tool's default switching activity, not on a simulated workload.
