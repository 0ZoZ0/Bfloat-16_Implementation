$ cat config.mk
export PLATFORM = sky130hd
export DESIGN_NAME = normalize
export DESIGN_NICKNAME = normalize
export VERILOG_FILES = /design/flow/design.v
export SDC_FILE = /design/flow/constraint.sdc
export NUM_CORES = 4
export LEC_CHECK = 1
export CORE_AREA = 10 10 74 74
export DIE_AREA = 0 0 84 84
$ cat constraint.sdc
current_design normalize

set clk_period 3.5
set clk_io_pct 0.2

create_clock -name clk0 -period $clk_period

set non_clock_inputs [all_inputs -no_clocks]
set_input_delay [expr $clk_period * $clk_io_pct] -clock clk0 $non_clock_inputs
set_output_delay [expr $clk_period * $clk_io_pct] -clock clk0 [all_outputs]
$ cat design.v
`timescale 1ns / 1ps
 module normalize (
    input sign, operation,
    input [7:0] e, dif,
    input [10:0] result, alt_result,
    output new_sign, zero_flag,
    output [9:0] new_s,
    output [7:0] new_e
);
wire [9:0] result_div_B, s1, s;
wire [4:0] exp1, k, exp2;
wire sign1, sign2;
assign result_div_B = result>>1;
assign s1 = (result[10] == 1'b0) ? result[9:0] : result_div_B;
assign exp1 = (result[1] == 1'b0) ? e : e + 1;
assign sign1 = sign;
assign s = ((dif == 8'b00000000) && (result[1] > 1'b0)) ? alt_result[9:0] : result[9:0];
assign zero_flag = (s == 10'b0000000000) ? 1'b1 : 1'b0;
assign k = (zero_flag == 1'b1) ? 5'b10000 : 5'b00000;
reg [9:0] s2;
always @* begin
    if (k > 5'b00000) begin
        s2 = s>>(k+6);
    end else begin
        s2 = s;
    end
end
assign exp2 = e - k;
assign sign2 = ((dif == 8'b00000000) && (result[1] > 1'b0)) ? ~sign : sign;
assign new_s = (operation == 1'b0) ? s1 : s2;
assign new_e = (operation == 1'b0) ? exp1 : exp2;
assign new_sign = (operation == 1'b0) ? sign1 : sign2;
endmodule
$ cat run.sh
#!/bin/bash
# OpenROAD 26Q1-2900-gdf79404cd8, Yosys 0.63+post, stock flow scripts
make -C /OpenROAD-flow-scripts/flow DESIGN_CONFIG=/design/flow/config.mk WORK_HOME=/design/flow/orfs finish
==> run summary <==
The following summarizes the physical implementation.

Critical path
The worst setup path is launched from a primary input. The critical path maximum fanout is 2. By startpoint and endpoint, the worst setup path is classified as primary input to output port. STA puts the critical path data required time at around 2.8 ns. The critical path capture point type is an output port. For the worst setup path, the data arrival time is ~2.7 ns.

Global routing
The global routing usage summed across all routing layers is approximately 6.9%. The via count of the first global-routing pass is slightly below 900. The first global-routing pass estimated 4298 um of wire.

For met3 alone, demand over resource in global routing was between 2 and 3%. The fraction of met1 tracks used by global routing is under 10%. The initial antenna violation count is 0. The global-route congestion overflow total is 0. The most used routing layer in global routing is met2. The global routing report lists met2 layer usage as under 10%. The pin count of the biggest net entering global routing is 24.

Drt
The number of nets with antenna violations after detailed routing is 0. The script parses the final routing iteration and logs DRC violations as 0. The number of antenna repair diodes is 0. The total via count after detailed routing is ~840. The detailed-route wire length is 2494 um.

The via count normalized by instance count is 4.393. In the final routed layout, each cell accounts on average for between 10 and 15 um. The violation count after the first detailed-routing iteration is 20. The count of TritonRoute iterations in the first routing pass is 4.

STA
In the final report, the number of hold violations comes to 0. Looking at the max-slew report, the worst-margin pin has a slew of 0.5530 ns. The share of the clock period used by the worst path is between 90% and 100%.

Headroom to the max-slew limit came out at 63.02%. The total negative slack for setup checks is 0 ns. Derived from the worst setup path, the maximum achievable clock frequency is 293.0 MHz.

For the finished layout, the period the worst path requires is about 3.4 ns. Setup repair after global routing left no endpoint under its margin. The final max-slew violation count is 0.

The count of final setup violators is 0.

Floorplan
For this configuration, the core starts out at a cell density of roughly 15%. The chip occupies between 7000 and 8000 um^2. The area of the core is approximately 4000 um^2. The floorplan step set the die width to approximately 84 um. For reference, the placement row count at floorplan is 23.

The vertical die dimension reported for this design is approximately 84 um. The number of top-level pins is 60.

Power and ir drop
VDD sags by at most about 0.053 mV. The total power density per cell area is 100.8 nW/um^2. The leakage power in the latest report is approximately 0.48 nW. After layout, the design draws a total of 0.1255 mW.

Final layout
There are 0 flip-flops and latches. The layout clock buffer count is 0. The area growth from synthesis to final layout is 104.3%. Fill cells in the final layout number between 400 and 500. The area taken by sequential standard cells is reported as 0 um^2.

The layout summary lists the proportion of cells stronger than drive strength 1 as 12.06%.

Synthesis
The synthesized netlist handed to floorplanning was reported with a cell count of 86. The synth_stat.txt file lists the number of cells as roughly 86. The sequential area share after synthesis is 0%. Dividing the synthesized area by the synthesized cell count gives roughly 7.1 um^2. For this run, the chip area from Yosys synthesis comes to 609.3 um^2. The synthesized netlist occupies a cell area of a little over 600 um^2. The yosys warning tally is 1. The distinct cell type count after synthesis is 32.

Clock tree
The cts-stage hold buffer count is 0.

Run
The number of logged tool warnings is 36. The tool flagged a number of max-cap violations equal to 0.

Placed design
The half-perimeter wire length after placement is between 2000 and 2500 um. The placer congestion estimate is just over 0.8. The count of input and output buffers is 53.

Worst hold path
The class of the tightest hold or removal check is primary input to output port.

Outcome
The run finished with clean final reports.
## kinds of logic after synthesis
| logic type | Yosys count | share of synthesized area [%] |
|---|---|---|
| compound gates | 26 | 33.47 |
| other cells | 1 | 0.6154 |
| mux | 10 | 16.63 |
| simple gates | 33 | 32.24 |
| xor+xnor | 4 | 5.751 |
| fa+ha+maj | 1 | 2.053 |
| buf+inv | 11 | 9.240 |
## cells in the final DEF (no fill, tap or decap), drive strengths merged
| cell type | instances |
|---|---|
| o311ai | 1 |
| a221oi | 1 |
| nand3 | 2 |
| and2 | 1 |
| nand4 | 2 |
| nor3 | 2 |
| a21oi | 10 |
| xor2 | 1 |
| mux2i | 9 |
| nor2b | 10 |
| nand2 | 2 |
| a211oi | 8 |
| conb | 3 |
| ha | 1 |
| inv | 2 |
| nand3b | 1 |
| nor2 | 4 |
| nor4 | 6 |
| a41oi | 1 |
| o211ai | 2 |
| a22o | 1 |
| a31oi | 1 |
| xnor2 | 3 |
| o21a | 1 |
| buf | 9 |
| mux2 | 1 |
| clkdlybuf4s50 | 53 |
| and4 | 1 |
| or4 | 2 |
## power by group
group	internal, mW	leakage (nW)	switching (mW)	total, mW
logic	0.0831	0.478	0.0424	0.125
clock network	0	0	0	0
registers	0	0	0	0
total	0.0831	0.478	0.0424	0.125
## area by class of cell
class	instances	area, um^2	share of cell area [%]
inverter	2	7.507	0.6030
multi-input combinational	77	573.1	46.03
tap	50	62.56	5.025
timing repair buffer	62	601.8	48.34
## path summary, 6_finish.rpt
check,from,endpoint,slack (ns),cells past startpoint
setup / recovery,dif[5],new_e[4],0.09,6
hold / removal,sign,new_sign,2.34,3
## Yosys cell counts, drive strengths merged
| cell type | count | area [um^2] |
|---|---|---|
| a211oi | 8 | 60.06 |
| a21oi | 10 | 50.05 |
| a221oi | 1 | 15.01 |
| a22o | 1 | 8.760 |
| a31oi | 1 | 6.260 |
| a41oi | 1 | 8.760 |
| and2 | 1 | 6.260 |
| and4 | 1 | 8.760 |
| buf | 6 | 37.53 |
| clkbuf | 3 | 11.26 |
| conb | 1 | 3.750 |
| ha | 1 | 12.51 |
| inv | 2 | 7.510 |
| mux2 | 1 | 11.26 |
| mux2i | 9 | 90.09 |
| nand2 | 2 | 7.510 |
| nand3 | 2 | 10.01 |
| nand3b | 1 | 7.510 |
| nand4 | 2 | 12.51 |
| nor2 | 4 | 15.01 |
| nor2b | 10 | 62.56 |
| nor3 | 2 | 10.01 |
| nor4 | 6 | 37.54 |
| o211ai | 2 | 20.02 |
| o21a | 1 | 8.760 |
| o311ai | 1 | 26.28 |
| or4 | 2 | 18.77 |
| xnor2 | 3 | 26.28 |
| xor2 | 1 | 8.760 |
## per-layer routing
metal	share of wire, %	vias up
li1	-	442
met1	51	356
met2	38	41
met3	11	0
met4	0	0
met5	0	-
## what timing repair did
| item | 4_1_cts | 5_1_grt |
|---|---|---|
| setup endpoints to repair | 0 | 10 |
| gates resized | 0 | 3 |
| setup buffers | 0 | 0 |
## worst max-delay path, cell delays in order
cell                              delay, ns
sky130_fd_sc_hd__clkdlybuf4s50_1       0.43
sky130_fd_sc_hd__or4_4                 0.57
sky130_fd_sc_hd__o311ai_4              0.29
sky130_fd_sc_hd__o211ai_1              0.14
sky130_fd_sc_hd__o211ai_2              0.08
sky130_fd_sc_hd__clkdlybuf4s50_1       0.49
## through the flow
stage	instance area [um^2]	hold slack (ns)	setup slack [ns]	instances	utilization [%]
floorplan	616.8	1.429	1.039	88	-
global placement	1229	2.357	0.08449	191	30.94
detailed placement	1229	2.354	0.05740	191	30.94
CTS	1229	2.354	0.04920	191	30.94
global route	1245	2.400	0.00001044	191	31.35
finish	1245	2.341	0.08700	191	31.35
Power figures rest on the tool's default switching activity, not on a simulated workload.
